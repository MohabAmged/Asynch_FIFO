File: ./design.v
module full_flag_logic (
    input wire write_clk ,
    input wire rst ,
    input wire wr_en ,
    input wire [3:0] synch_read_ptr,
    input wire [3:0] write_ptr,
    output wire full 
);
wire [3:0] read_ptr_bcd ;
assign full = ( write_ptr+1'b1 == read_ptr_bcd )?1:0;
 gray_decoder dec_inst (
    .gray_in(synch_read_ptr) ,
    .bcd_out(read_ptr_bcd)
);
endmodule
module empty_flag_logic (
    input wire read_clk ,
    input wire rst ,
    input wire rd_en ,
    input wire [3:0] read_ptr,
    input wire [3:0] synch_write_ptr,
    output wire empty 
);
wire [3:0] write_ptr_bcd ;
 gray_decoder dec_inst (
    .gray_in(synch_write_ptr) ,
    .bcd_out(write_ptr_bcd)
);
assign empty = (write_ptr_bcd == read_ptr )?1:0;
endmodule
module gray_decoder (
    input wire [3:0] gray_in ,
    output wire [3:0] bcd_out
);
assign bcd_out[3] = gray_in[3];
assign bcd_out[2] = gray_in[3]^gray_in[2];
assign bcd_out[1] = bcd_out[2]^gray_in[1];
assign bcd_out[0] = bcd_out[1]^gray_in[0];
endmodule
module gray_encoder (
    input wire [3:0] bcd_in ,
    output wire [3:0] gray_out
);
assign gray_out[3] = bcd_in[3];
assign gray_out[2] = bcd_in[3]^bcd_in[2];
assign gray_out[1] = bcd_in[2]^bcd_in[1];
assign gray_out[0] = bcd_in[1]^bcd_in[0];
endmodule
module memory #(
    parameter data_width = 32 ,
    parameter address_width =4
) (
    input wire [address_width-1:0] read_address ,
    input wire [address_width-1:0] write_address ,
    input wire [data_width-1:0] write_data ,
    output wire [data_width-1:0]read_data ,
    input wire read_clk ,
    input wire write_clk,
    input wire rd ,
    input wire wr ,
    input wire full ,
    input wire empty 
);
reg [data_width-1:0] mem [(2**address_width)-1 : 0] ;
reg [data_width-1:0] data_rd;
assign read_data = data_rd;
always @(posedge read_clk ) begin
    if (rd && !empty) begin
    data_rd = mem[read_address];
    end
end
always @(posedge write_clk ) begin
    if (wr && !full) begin
    mem[write_address] = write_data;
    end
end
endmodule
module pointer #(parameter ptr_width=4
) (
    input wire clk ,
    input wire rst ,
    input wire en ,
    input wire full ,
    input wire empty ,   
    output reg [ptr_width-1:0] ptr ,
    output wire [ptr_width-1:0] next_ptr 
);
assign next_ptr=ptr+'b1;
always @(posedge clk) begin
    if (rst) begin
        ptr<=0;
    end
    else begin
        if(en && !full && !empty) begin
            ptr<=next_ptr;
        end
    end
end
endmodule
module synch #(
   parameter data_width = 8
) (
    input wire [data_width-1:0] data ,
    input wire rst,
    input wire clk,
    output reg [data_width-1:0] data_out
);
reg [data_width-1:0] Q ;
always @(posedge clk) begin
	if (rst ) begin 
	    Q<=0;
    	data_out<=0;
	end
	else begin
	    Q<=data;
    	data_out<=Q;
	end
end
endmodule
`default_nettype none
module asycnh_fifo_16_loc #( parameter data_width = 32 ,
parameter addres_width = 4) (
    input wire rd_clk ,
    input wire wr_clk ,
    input wire rd_en ,
    input wire wr_en ,
    input wire rst ,
    input wire  [data_width-1:0] wr_data ,
    output wire [data_width-1:0] rd_data ,
    output wire full ,
    output wire empty 
);
wire [addres_width-1:0] read_ptr;
wire [addres_width-1:0] write_ptr;
wire [addres_width-1:0] next_write_ptr;
wire [addres_width-1:0] next_read_ptr;
wire [addres_width-1:0] read_ptr_synch;
wire [addres_width-1:0] write_ptr_synch;
wire [addres_width-1:0] read_ptr_gray;
wire [addres_width-1:0] write_ptr_gray;
empty_flag_logic empty_logic_inst (
    . read_clk(rd_clk) ,
    . rst (rst),
    . rd_en(rd_en),
    . read_ptr(read_ptr),
    . synch_write_ptr(write_ptr_synch),
    . empty(empty) 
);
 full_flag_logic full_logic_inst (
    . write_clk (wr_clk) ,
    . rst (rst),
    . wr_en(wr_en),
    . synch_read_ptr(read_ptr_synch),
    . write_ptr(write_ptr),
    . full(full) 
);
pointer #( .ptr_width(4)
) read_ptr_inst (
    . clk(rd_clk) ,
    . rst(rst) ,
    . en(rd_en)  ,
    . empty(empty) ,
    . full(1'b0),
    . ptr(read_ptr),
    . next_ptr(next_read_ptr) 
);
gray_encoder read_ptr_gray_encoder_inst (
    .bcd_in(read_ptr) ,
    .gray_out(read_ptr_gray)
);
synch #(
   .data_width (4)
) read_ptr_synch_inst (
    . data(read_ptr_gray) ,
    . rst(rst)  ,
    . clk(wr_clk)  ,
    . data_out(read_ptr_synch)
);
pointer #( .ptr_width(4)
) write_ptr_inst (
    . clk(wr_clk) ,
    . rst(rst) ,
    . empty(1'b0) ,
    . full(full),    
    . en(wr_en)  ,
    . ptr(write_ptr),
    . next_ptr(next_write_ptr)
);
gray_encoder write_ptr_gray_encoder_inst (
    .bcd_in(write_ptr) ,
    .gray_out(write_ptr_gray)
);
synch #(
   .data_width (4)
) wirte_ptr_synch_inst (
    . data(write_ptr_gray) ,
    . rst(rst)  ,
    . clk(rd_clk)  ,
    . data_out(write_ptr_synch)
);
 memory #(
    .data_width ('d32) ,
    .address_width ('d4)
 ) fifo_mem_inst(
    .  read_address(read_ptr) ,
    .  write_address(write_ptr) ,
    .  write_data(wr_data) ,
    .  read_data(rd_data) ,
    .  read_clk(rd_clk) ,
    .  write_clk(wr_clk),
    .  rd(rd_en) ,
    .  wr(wr_en) ,
    .  full(full) ,
    .  empty(empty) );
endmodule
File: ./run.sh
#!/bin/bash
# OpenROAD 26Q1-2900-gdf79404cd8, Yosys 0.63+post, stock flow scripts
make -C /OpenROAD-flow-scripts/flow DESIGN_CONFIG=/design/flow/config.mk WORK_HOME=/design/flow/orfs finish
File: ./config.mk
export PLATFORM = sky130hd
export DESIGN_NAME = asycnh_fifo_16_loc
export DESIGN_NICKNAME = asycnh_fifo_16_loc
export VERILOG_FILES = /design/flow/design.v
export SDC_FILE = /design/flow/constraint.sdc
export NUM_CORES = 4
export LEC_CHECK = 1
export CORE_UTILIZATION = 50
File: ./constraint.sdc
current_design asycnh_fifo_16_loc

set clk_period 13.0
set clk_io_pct 0.2

create_clock -name clk0 -period $clk_period [get_ports {rd_clk}]
create_clock -name clk1 -period $clk_period [get_ports {wr_clk}]

set non_clock_inputs [all_inputs -no_clocks]
set_input_delay [expr $clk_period * $clk_io_pct] -clock clk0 $non_clock_inputs
set_output_delay [expr $clk_period * $clk_io_pct] -clock clk0 [all_outputs]
==> flow_summary.toml <==
# implementation run metrics
[synth]
yosys.area.top_type_share = 0.7596
ys_top_cells_by_area = "sky130_fd_sc_hd__edfxtp_1 76%, sky130_fd_sc_hd__mux4_2 17%, sky130_fd_sc_hd__dfxtp_1 2.2%"
count_of_library_flops_with_an_enable_pin = 544
postSynthAreaPerCell_um2 = 23.82
asyncSetResetFlopFracSynth = 0
yosysChipArea_mm2 = 0.02151
post-synth-top-count-cell = "sky130_fd_sc_hd__edfxtp_1"
synth_area_mm2 = 0.02151
synth-seq-area-share = 0.7819
synth_top_cell_by_area = "sky130_fd_sc_hd__edfxtp_1"
yosys_most_used_dff = "sky130_fd_sc_hd__edfxtp_1"
yosysWarnings = 3
leading_post_synthesis_cells_by_instance_count = "544 x sky130_fd_sc_hd__edfxtp_1, 160 x sky130_fd_sc_hd__mux4_2, 27 x sky130_fd_sc_hd__clkbuf_1"
synth-cells-yosys = 903
synth_unique_cells = 38
ys_seq_elements = 568
syn-instance-count = 903

[layout]
post_route_cells_drive_above_1_share = 0.2850
flow.area_growth_from_synthesis_pct = 15.98
final_instance_area_mm2 = 0.02494

[die]
die-width_um = 209.4
design.die.area_mm2 = 0.04385
top_level_pins = 71
design.core.area_mm2 = 0.04223
floorplan.core_util = 0.5093
die.size.y_um = 209.4
placement_rows = 75

[worst_setup_path]
list_of_cells_traversed_by_the_critical_path = "inv_1 > ha_1 > or3_1 > a211oi_4 > clkdlybuf4s50_1"
critical-path-max-stage-delay_ns = 0.52
setup.reg_to_reg.worst_slack_ns = 9.05
worst_path_slowest_cell = "sky130_fd_sc_hd__or3_1"
reg2reg_to = "fifo_mem_inst.data_rd[16]"
critical_path_arrival_ns = 2.86
path_max_fanout = 8
worstSetupPathType = "flip-flop to output port"
cp-start-kind = "flip-flop"
worstSetupEndpointType = "output port"
worst-endpoint-required_ns = 10.40
rr_startpoint = "read_ptr_inst.ptr[0]"
depth_of_the_worst_register_to_register_path = 5

[final_timing]
timing.final.max_slew_violations = 0
finClkSkew_ns = 0.01928
final.setup.tns_ns = 0
grt_setup_unrepaired = "no"
holdWs_ns = 0.4398
worst_slew_pin_slew_ns = 0.7793
finalHoldViolCount = 0
report.final.setup_viol = 0
slew_headroom = 0.4768

[drt]
dr_total_vias = 9437
antenna_left = 0
drt-initial-drc-count = 605
route.detailed.wl_per_inst_um = 25.96
post_drt_via_cell_ratio = 5.917
drc = 0
drt_first_pass_iters = 5
route.antenna.diode_count = 0
wirelength_mm = 41.41

[cts]
cts_resized = 0
cts_tree = "built"
post_cts_hold_buffer_count = 0
cts.clk_slew.worst_paths_ns = 0.07
clock_sinks = 568
post-cts-setup-buffers = 0

[placed_design]
placedInstanceArea_mm2 = 0.02303
gpl.final_weighted_congestion = 0.7741
place.port_buffers = 69
dp_hpwl_mm = 22.09

[grt]
antenna_found_initial = 0
grt_start_max_net_pins = 48
first_global_vias = 10470
gr-total-overflow = 0
grt_pass1_wl_mm = 63.88
grt.total_usage = 0.2278

[pwr]
peakVddDrop_uv = 101.7
power.leakage_uw = 0.007656
power_density_over_the_cells_mw_per_mm2 = 187.1

[run]
warnings = 32
drv.max_cap_violation_count = 0

[worst_hold_path]
worst_hold_path.num_cells = 1
min_path_type = "flip-flop to flip-flop"
worst_hold_path.endpoint = "wirte_ptr_synch_inst.data_out[3]"
min-delay-start = "wirte_ptr_synch_inst.Q[3]"

[outcome]
outcome = "complete, no violations"
report_power, final:
group | switching [µW] | internal (µW)
logic | 366 | 402
registers | 46.8 | 2160
clock network | 693 | 1000
flip-flops by register name (all words and copies together) (netlist names):
signal,count
read_ptr_inst.ptr,4
write_ptr_inst.ptr,4
wirte_ptr_synch_inst.data_out,4
wirte_ptr_synch_inst.Q,4
read_ptr_synch_inst.Q,4
fifo_mem_inst.data_rd,32
read_ptr_synch_inst.data_out,4
fifo_mem_inst.mem,512
layer usage:
| layer | track usage | up-vias | wire, µm |
|---|---|---|---|
| li1 | - | 4061 | - |
| met1 | 0.3563 | 4784 | 15180 |
| met2 | 0.3197 | 537 | 19700 |
| met3 | 0.1418 | 55 | 5648 |
| met4 | 0.03955 | 0 | 882 |
| met5 | 0.002225 | - | 0 |
layout make-up:
| type | count | area [µm²] |
|---|---|---|
| Clock inverter | 39 | 426.7 |
| Fill cell | 2945 | 17280 |
| Inverter | 7 | 26.28 |
| Timing Repair Buffer | 97 | 900.9 |
| Multi-Input combinational cell | 282 | 4596 |
| Tap cell | 539 | 674.4 |
| Sequential cell | 568 | 16830 |
| Clock buffer | 63 | 1491 |
worst max-delay path, delay by kind of cell, from the launching register on:
family                     cells  cell delay (ns)
buffers and inverters          2             0.62
and+or+nand+nor                1             0.52
DFF                            1             0.48
adders and majority gates      1             0.37
AOI/OAI and AO/OA              1             0.29
per-stage QoR:
stage	setup WS [ns]	util	total power (µW)	cells
floorplan	8.042	-	2742	903
global placement	7.849	0.5453	3030	1493
detailed placement	7.857	0.5453	3030	1493
CTS	7.505	0.5907	4742	1595
global route	7.391	0.5907	4863	1595
finish	7.537	0.5907	4667	1595
kinds of logic (layout without fill, tap and decap cells):
| logic type | after synthesis | count (layout) | synth area share |
|---|---|---|---|
| muxes | 165 | 165 | 0.1701 |
| xor gates and xnor gates | 14 | 14 | 0.006457 |
| adders and majority gates | 11 | 11 | 0.006399 |
| AOI/OAI and AO/OA | 16 | 16 | 0.005992 |
| DFF | 568 | 568 | 0.7819 |
| buffers and inverters | 53 | 206 | 0.01070 |
| and+or+nand+nor | 76 | 76 | 0.01844 |
worst max path at each step:
stage	cells after the start	slack (ns)	start	end
after CTS	5	7.51	write_ptr_inst.ptr[0]	full
after global routing	5	7.39	write_ptr_inst.ptr[0]	full
final	5	7.54	write_ptr_inst.ptr[0]	full
cell usage in the layout (no fill, tap or decap), drive strengths merged, types with 17 or more instances in the layout:
cell	n
dfxtp	24
mux4	160
edfxtp	544
clkdlybuf4s50	69
nor2b	17
buf	28
nor2	20
clkbuf	63
nand3	21
clkinv	23
Power is estimated from default activity; no workload was simulated.
